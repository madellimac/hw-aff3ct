==> ./design.v <==
interface if_module_to_socket #(parameter DATA_WIDTH = 8) (input logic clk, rst);
   logic empty;   
   logic [DATA_WIDTH-1:0] data;
   logic dv;
endinterface
`timescale 1ns / 1ps
module funct
#(  parameter NB_INPUT  = 1,
    parameter NB_OUTPUT = 1 
)(
    input logic                         clk         ,
    input logic                         in_en_fct   ,   
    input logic [0:NB_INPUT-1][31:0]    in_data_fct ,
    output logic                        out_en_fct  ,
    output logic [0:NB_OUTPUT-1][31:0]  out_data_fct
    );
    integer i;
    typedef enum { idle, fct, stop } state;
    state current, next;
    logic in_progress = 0;
    logic finished = 0;
    logic [0:NB_INPUT-1][31:0]  data;
    logic [0:NB_OUTPUT-1][31:0] odata;
    always @(posedge clk)
    begin
        current <= next;
    end
    always_comb
    begin
        case(current)
            idle    : next = in_en_fct  ? fct   : idle  ;
            fct     : next = finished   ? stop  : fct   ;
            stop    : next =              idle          ;
            default: next = idle;
        endcase
    end
    always_comb
    begin
        case(current)
            idle, fct   :
                begin
                    out_en_fct = 0;
                    out_data_fct = 0;
                end
            stop        :
                begin
                    out_en_fct = 1;
                    out_data_fct = odata;
                end
            default: 
                begin
                    out_en_fct = 0;
                    out_data_fct = 0;
                end
        endcase
    end
    always_ff @(posedge clk)
    begin
        if(current == idle) begin
            data <= in_data_fct;
        end
        else if(current == stop) begin
            finished <= 0;
        end
        else begin
            if(!finished) begin
                for( i = 0 ; i < NB_OUTPUT ; i++ ) begin
                    odata[i] <= data[0] + 1;
                end
                finished <= 1;
            end
        end
    end
endmodule
==> ./run.sh <==
#!/bin/bash
# OpenROAD 26Q1-2900-gdf79404cd8, Yosys 0.63+post, stock flow scripts
make -C /OpenROAD-flow-scripts/flow DESIGN_CONFIG=/design/flow/config.mk WORK_HOME=/design/flow/orfs finish
==> ./config.mk <==
export PLATFORM = sky130hd
export DESIGN_NAME = funct
export DESIGN_NICKNAME = funct
export VERILOG_FILES = /design/flow/design.v
export SDC_FILE = /design/flow/constraint.sdc
export NUM_CORES = 4
export LEC_CHECK = 1
export CORE_UTILIZATION = 40
==> ./constraint.sdc <==
current_design funct

set clk_period 4.6
set clk_io_pct 0.2

create_clock -name clk0 -period $clk_period [get_ports {clk}]

set non_clock_inputs [all_inputs -no_clocks]
set_input_delay [expr $clk_period * $clk_io_pct] -clock clk0 $non_clock_inputs
set_output_delay [expr $clk_period * $clk_io_pct] -clock clk0 [all_outputs]
==> impl_metrics.env <==
# yosys + openroad results
export IMPL_nFillCells=572
export IMPL_run_status="complete, no violations"
export IMPL_grt_pass1_vias=1579
export IMPL_p_switching_uw=525
export IMPL_remaining_drc_errors=0
export IMPL_p_int_uw=1380
export IMPL_clk_pin_slew_ps=70
export IMPL_final_max_slew_viol_count=0
export IMPL_fin_setup_tns_ps=0
export IMPL_vias=1700
export IMPL_fmaxAchievable_mhz=322
export IMPL_postSynthSeqShare=0.679
export IMPL_setup_viol=0
export IMPL_cts_sinks=67
export IMPL_post_place_ws_ps=1760
export IMPL_rows=30
export IMPL_syn_area_sq_um=2930
export IMPL_fp_util=0.423
export IMPL_dieArea_sq_um=7680
export IMPL_overflow=0
export IMPL_tightest_slew_ps=945
export IMPL_cts_resized=0
export IMPL_grt_pass1_wl_mm=7.51
export IMPL_critical_path_required_ps=3680
export IMPL_p_clk_frac=0.200
export IMPL_p_sw_frac=0.276
export IMPL_cts_buffers=9
export IMPL_post_cts_setup_buffers=0
export IMPL_antenna_found_initial=0
export IMPL_ant_nets=0
export IMPL_comb_power_share=0.254
export IMPL_yosysTopAreaCell="edfxtp_1"
export IMPL_yosys_area_sq_um=2930
export IMPL_critPathMaxStageDelay_ps=780
export IMPL_warnings=25
export IMPL_ios=67
export IMPL_start_kind="flop"
export IMPL_dr_pass1_iters=4
export IMPL_numPortBuffers=66
export IMPL_clock_path_buffers=2
export IMPL_hpwl_mm=3.39
export IMPL_grt_use_total=0.138
export IMPL_core_area_sq_um=6940
export IMPL_utilization=0.554
export IMPL_syn_inst=203
export IMPL_critPathArrivalTime_ps=2190
export IMPL_grt_max_degree=35
export IMPL_n_antenna_cell=0
export IMPL_min_period_ps=3110
export IMPL_wl_per_cell_um=12.5
export IMPL_gp_congestion=0.801
export IMPL_worstSkewPairLatency_ps=330
export IMPL_relSlewSlack=0.367
export IMPL_final_area_sq_um=3840
export IMPL_fp_dieH_um=87.6
export IMPL_ys_async_sr_fraction=0
export IMPL_cts_tree="done"
export IMPL_clock_skew_ps=6.87
export IMPL_hold_path_class="flop to flop"
export IMPL_edf_count=65
export IMPL_leakage_uw=0.00131
export IMPL_criticalPathCategory="flop to output pin"
export IMPL_cap_violations=0
export IMPL_end_kind="output pin"
export IMPL_ys_ff=67
export IMPL_finalHoldViolCount=0
export IMPL_min_period_over_period=0.676
export IMPL_cp_slowest_cell="nor2b_2"
export IMPL_vias_per_cell=4.53
export IMPL_path_max_fanout=34
export IMPL_worst_slack_ps=1490
export IMPL_ir_worst_vdd_v=0.000212
export IMPL_syn2layout_area_growth_pct=31.0
export IMPL_synth_distinct_cells=26
export IMPL_drt_wl_total_mm=4.70
export IMPL_grt_setup_unrepaired="no"
export IMPL_power_per_cell_area_nw_per_um2=495
export IMPL_power_frac_seq=0.546
export IMPL_die_width_um=87.6
export IMPL_cts_max_level=3
export IMPL_cts_hold_buf=0
export IMPL_path_cells="nor2b_2 -> and2_1 -> clkdlybuf4s50_1"
export IMPL_placed_area_sq_um=3690
export IMPL_yosys_top_cells_area="edfxtp_1 (67%), and2_1 (7.5%), xnor2_1 (5.4%), xor2_1 (3.3%), and4_4 (1.9%)"
export IMPL_ys_flop_type="edfxtp_1"
export IMPL_synth_area_per_cell_sq_um=14.5
export IMPL_cts_root_buf="clkbuf_8"
export IMPL_ys_cells=203
export IMPL_drtIter0Drc=58
export IMPL_drive_above_1_share=0.104
export IMPL_top_area_frac=0.665
export IMPL_yosys_warnings=1
==> registers in the layout, indices dropped and copies added, names as in the netlist <==
register,flops
finished,1
data,32
odata,32
current,2
==> worst paths after layout <==
path / depth (start not counted) / slack [ps] / end / startpoint
worst min register to register: 1 / 450 / current[0] / current[1]
worst max register to register: 4 / 3000 / odata[22] / data[2]
worst min-delay path: 1 / 450 / current[0] / current[1]
worst max-delay path: 3 / 1490 / out_data_fct[23] / current[1]
==> kinds of logic after synthesis <==
family                   share of synthesized area
adder cells (fa/ha/maj)                    0.00426
AND/OR/NAND/NOR                              0.206
XOR/XNOR                                    0.0921
AND-OR/OR-AND                              0.00170
buffers and inverters                       0.0175
flip-flops                                   0.679
==> Yosys cell counts, types with 2 or more instances <==
master	number
edfxtp_1	65
and2_1	35
xnor2_1	18
nand2_1	11
xor2_1	11
nand3_1	10
nand4_1	8
and3_1	7
and4_4	5
nor2_1	5
nor4_2	4
clkbuf_1	3
inv_1	3
nor3_1	3
buf_2	2
dfxtp_1	2
nor2b_1	2
==> power by group through the flow <==
stage         clock (uW)  combinational [uW]  sequential (uW)
finish               381                 483             1040
global route         426                 544             1060
CTS                  400                 499             1040
==> layout make-up <==
class	count	area [sq um]	share of cell area
clock buffer	11	131	0.0342
clock inverter	4	18.8	0.00488
inverter	3	11.3	0.00293
multi-input combinational	126	896	0.233
sequential	67	1990	0.518
tap	96	120	0.0312
timing repair buffer	68	676	0.176
==> through the flow <==
stage | std cells | hold slack [ps] | power (uW)
floorplan | 203 | 417 | 1280
global placement | 360 | 429 | 1540
detailed placement | 360 | 443 | 1550
CTS | 375 | 456 | 1940
global route | 375 | 470 | 2030
finish | 375 | 452 | 1900
==> metal layers <==
metal / vias to the layer above / track usage / wire (um)
li1: 871 / - / -
met3: 6 / 0.0458 / 306
met5: - / 0 / 0
met2: 53 / 0.207 / 2200
met1: 770 / 0.215 / 2110
met4: 0 / 0.0298 / 79
==> critical path: cells and delay by family (launching register included) <==
| kind | cells | cell delay (ps) |
|---|---|---|
| buffers and inverters | 1 | 480 |
| DFF | 1 | 360 |
| and+or+nand+nor | 2 | 1020 |
==> cells in the final DEF, fill, tap and decap left out, drive strengths merged, types with 2 or more instances in the layout <==
master and instances:
xnor2 18, nand3 11, clkdlybuf4s50 66, clkbuf 11
dfxtp 2, nor3 3, and2 35, clkinv 4
nand4 9, and4 6, inv 3, nor2 5
nand2 11, edfxtp 65, nor2b 2, buf 2
nor4 4, xor2 12, and3 7
Power figures rest on the tool's default switching activity, not on a simulated workload.
