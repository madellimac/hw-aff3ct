==> design.v <==
interface if_module_to_socket #(parameter DATA_WIDTH = 8) (input logic clk, rst);
   logic empty;   
   logic [DATA_WIDTH-1:0] data;
   logic dv;
endinterface
`timescale 1ns / 1ps
module P_to_S_converter
# ( parameter PARALLEL_LENGTH = 32,
    parameter SERIAL_LENGTH = 1
)(
    input logic                                 clk     ,
    input logic                                 ien     ,
    input logic [0:PARALLEL_LENGTH-1][31:0]     idata   ,
    input logic                                 fct     ,
    output logic                                oen     ,
    output logic [0:SERIAL_LENGTH-1][31:0]      odata   ,
    output logic                                full    = 0
    );
    logic [15:0] cnt = 0;
    logic [0:PARALLEL_LENGTH-1][31:0] data;
    logic in_progress = 0;
    integer i;
    always_ff @(posedge clk) begin
        oen <= 0;
        if (in_progress) begin
            for ( i = 0 ; i < SERIAL_LENGTH ; i++) begin
                odata[i] <= data[i+cnt];                
            end
            if (!fct) begin
                oen <= 1;
                if (cnt + SERIAL_LENGTH == PARALLEL_LENGTH) begin
                    cnt <= 0;
                    full <= 0;
                    in_progress <= 0;
                end
                else begin
                    cnt <= cnt + SERIAL_LENGTH;
                end
            end
            else begin
                oen <= 0;
            end
        end
        else if (ien & !full) begin
            in_progress <= 1;
            data <= idata;
            full <= 1;
        end
    end
endmodule
==> run.sh <==
#!/bin/bash
# OpenROAD 26Q1-2900-gdf79404cd8, Yosys 0.63+post, stock flow scripts
make -C /OpenROAD-flow-scripts/flow DESIGN_CONFIG=/design/flow/config.mk WORK_HOME=/design/flow/orfs finish
==> config.mk <==
export PLATFORM = sky130hd
export DESIGN_NAME = P_to_S_converter
export DESIGN_NICKNAME = P_to_S_converter
export VERILOG_FILES = /design/flow/design.v
export SDC_FILE = /design/flow/constraint.sdc
export NUM_CORES = 4
export LEC_CHECK = 1
export CORE_AREA = 10 10 501 501
export DIE_AREA = 0 0 511 511
==> constraint.sdc <==
current_design P_to_S_converter

set clk_period 69.0
set clk_io_pct 0.2

create_clock -name clk0 -period $clk_period [get_ports {clk}]

set non_clock_inputs [all_inputs -no_clocks]
set_input_delay [expr $clk_period * $clk_io_pct] -clock clk0 $non_clock_inputs
set_output_delay [expr $clk_period * $clk_io_pct] -clock clk0 [all_outputs]
==> GITHUB_STEP_SUMMARY <==
### Flow metrics

| Metric | Value |
|---|---|
| Remaining routing DRC violations | `0` |
| Clock-pin slew on the worst setup and hold paths | `around 0.060 ns` |
| Clk_skew | `0.0592 ns` |
| Tool Warnings | `27` |
| DR WL/cell | `26.6 um` |
| Max clock buf depth | `3` |
| H-tree depth | `3` |
| Fp_density | `0.172` |
| CTS root buf | `clkbuf_16` |
| Cell taking the most area after synthesis | `edfxtp_1` |
| Area leader share | `0.782` |
| Detailed-route wire length | `164,000 um` |
| R2R Setup Slk | `63.73 ns` |
| Grt total ovfl | `0` |
| YS warnings | `1` |
| CTS tree | `yes` |
| Pleak | `18.7 nW` |
| Transition time of the tightest slew-check pin | `0.916 ns` |
| Die area | `261,000 um2` |
| Cell Count Post-Placement | `5,940` |
| Crit path DRT | `69.39 ns` |
| Drt pass-1 iters | `5` |
| Die width | `511 um` |
| Maximum vdd drop | `~21 uV` |
| Total power per unit cell area | `around 24 nW/um2` |
| # resized after CTS | `0` |
| WP data arrival | `18.40 ns` |
| Worst Setup Path Type | `input port to flip-flop` |
| Status | `finished clean` |
| Final setup fails | `0` |
| Area Overhead vs Synth | `45.0%` |
| Reg2Reg Depth | `7` |
| CTS Hold Bufs | `0` |
| Initial antenna violation count | `102` |
| Share of layout cells above drive strength 1 | `0.175` |
| Cell Rows | `180` |
| Via count | `22,700` |
| Vias in the first global route | `between 20,000 and 30,000` |
| Worst Setup End Kind | `flip-flop` |
| Slew Viols, Final | `0` |
| Syn avg cell area | `23.7 um2` |
| Io pins | `1,061` |
| Final hold violation count | `0` |
| Total power | `around 1.4 mW` |
| Fillers | `24,100` |
| Chip Area, Yosys | `41,200 um2` |
| Gpl congestion | `0.872` |
| Tcrit/Tclk final | `0.261` |
| Core area | `240,000 um2` |
| Placed Area | `roughly 56,000 um2` |
| Worst Setup SP | `ien` |
| Hold WS | `0.628 ns` |
| Gr usage total | `0.128` |
| Max Cap Violations | `0` |
| CTS Sinks | `1,075` |
| Vias per cell | `3.67` |
| Top cells, area | `edfxtp_1 78%, mux4_2 15%, mux2i_1 1.4%, a211oi_1 0.67%, buf_2 0.61%` |
| Slew margin rel. | `0.389` |
| Register share after synthesis | `0.783` |
| Cell area after layout | `59,800 um2` |
| Routed Antenna Nets | `0` |
| Distinct cells, synth | `39` |
| R2R Path End | `data[960]` |
| Buffers on Ports | `1,060` |
| F_max | `55.5 MHz` |
| First-pass GRT wire length | `221,000 um` |
| Ys flops | `1,075` |
| Pre-CTS setup slack | `50.13 ns` |
| Core Util, Final | `0.249` |
| HP Class | `flip-flop to flip-flop` |
| Post-synthesis cell area | `41,200 um2` |
| Die y size | `between 500 and 600 um` |
| TNS Setup | `0 ns` |
| Reg2reg start | `in_progress` |
| Num CTS Buffers | `117` |
| Unrepaired setup endpoints after global routing | `no` |
| Post-DP HPWL | `130,000 um` |
| End of the critical path | `data[960]` |
| Cell count in the Yosys report | `1,736` |
| Latency at later pin | `between 0.7 and 0.8 ns` |
| Detailed Route Iter0 Violations | `approximately 1,700` |
| Final cell count without fillers | `6,193` |
| Post CTS Setup Buffer Count | `0` |
| Largest net degree at the start of global routing | `70` |
| Startpoint types | `input port` |
| Final worst slack | `slightly above 50 ns` |
| Post-Syn Instances | `1,736` |
| Tmin final | `between 15 and 20 ns` |
| Critical Path Fanout Max | `69` |
-- state kept, by name, summed over array words and instances (netlist names) --
signal,count
oen,1
full,1
cnt,16
odata,32
in_progress,1
data,1024
-- cell type report --
type | instances | area [um2] | share of cell area
inverters | 2 | 7.51 | 0.000126
clock buffers | 135 | 3030 | 0.0506
well taps | 3185 | 3990 | 0.0667
clock inverters | 78 | 923 | 0.0154
multi-input cells | 562 | 8390 | 0.140
flip-flops and latches | 1075 | 32300 | 0.540
repair buffers | 1116 | 11100 | 0.185
diodes | 40 | 100 | 0.00167
-- power by group --
| group | internal [mW] | switching, mW | leakage (nW) |
|---|---|---|---|
| sequential | 0.717 | 0 | 9.70 |
| combinational | 0.0503 | 0.0123 | 7.05 |
| clock | 0.369 | 0.274 | 1.91 |
-- how the worst min path moves through the flow --
stage          to     from  cells after the start
4_1_cts   cnt[14]  cnt[14]                      1
5_1_grt   cnt[14]  cnt[14]                      1
6_report  cnt[14]  cnt[14]                      1
-- cells in the final DEF (no fill, tap or decap), types with 9 or more instances in the layout --
cell type,n
mux4_2,281
nor2b_1,34
nand3_1,10
buf_4,52
clkdlybuf4s50_1,1060
xnor2_1,9
diode_2,40
clkinv_2,19
mux2i_1,59
edfxtp_1,1073
nand2_1,9
clkinv_1,18
bufinv_16,14
a211oi_1,37
nor2_1,40
clkbuf_1,16
a21oi_1,39
clkbuf_16,118
-- synthesized netlist by cell type --
cell type  instances
clkbuf_1          26
a221oi_1           1
nand2_1            9
xor2_1             6
o221ai_1           1
mux4_1             7
buf_6             13
or3b_1             1
dfxtp_1            2
edfxtp_1        1073
buf_1              2
mux2i_1           59
a211oi_1          37
o21ai_0            2
a21o_1             1
nor3_1             3
or2_2              1
mux4_2           281
and3_1             2
a21oi_1           39
nand4_1            4
a211o_1            1
nor2_1            40
buf_2             50
mux2_2             1
and4_1             1
buf_4              4
a2111oi_0          1
or4_1              1
ha_1               3
or3_1              1
nand2b_1           1
xnor2_1            9
nand3_1           10
a32o_1             1
nor2b_1           34
buf_8              2
nor4_1             4
inv_1              2
-- routing by layer --
layer	vias to the layer above	GRT usage	share of wire
li1	9792	-	-
met1	11300	0.161	0.38
met2	1281	0.186	0.44
met3	276	0.0841	0.15
met4	92	0.0292	0.029
met5	-	0	0.0035
-- kinds of logic (layout without fill, tap and decap cells) --
| group | Yosys count | in the layout | share of synthesized area |
|---|---|---|---|
| buffers and inverters | 99 | 1331 | 0.0138 |
| adder cells (fa/ha/maj) | 3 | 3 | 0.000911 |
| other | 0 | 40 | 0 |
| AND-OR/OR-AND | 84 | 84 | 0.0130 |
| flip-flops | 1075 | 1075 | 0.783 |
| XOR/XNOR | 15 | 15 | 0.00319 |
| AND/OR/NAND/NOR | 112 | 112 | 0.0138 |
| multiplexers | 348 | 348 | 0.173 |
-- worst max-delay path: stages --
cell and delay [ns]:
clkdlybuf4s50_1 0.51, and3_4 0.53, buf_4 0.66, buf_4 0.63
buf_4 0.71, buf_4 0.56, buf_4 0.75
No activity file was given, so power comes from the tool's default toggle rates.
