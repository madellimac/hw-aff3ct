==> design/flow/run.sh <==
#!/bin/bash
# OpenROAD 26Q1-2900-gdf79404cd8, Yosys 0.63+post, stock flow scripts
make -C /OpenROAD-flow-scripts/flow DESIGN_CONFIG=/design/flow/config.mk WORK_HOME=/design/flow/orfs finish
==> design/flow/config.mk <==
export PLATFORM = sky130hd
export DESIGN_NAME = S_to_P_converter
export DESIGN_NICKNAME = S_to_P_converter
export VERILOG_FILES = /design/flow/design.v
export SDC_FILE = /design/flow/constraint.sdc
export NUM_CORES = 4
export LEC_CHECK = 1
export CORE_AREA = 10 10 527 527
export DIE_AREA = 0 0 537 537
==> design/flow/constraint.sdc <==
current_design S_to_P_converter

set clk_period 81.0
set clk_io_pct 0.2

create_clock -name clk0 -period $clk_period [get_ports {clk}]

set non_clock_inputs [all_inputs -no_clocks]
set_input_delay [expr $clk_period * $clk_io_pct] -clock clk0 $non_clock_inputs
set_output_delay [expr $clk_period * $clk_io_pct] -clock clk0 [all_outputs]
==> design/flow/design.v <==
interface if_module_to_socket #(parameter DATA_WIDTH = 8) (input logic clk, rst);
   logic empty;   
   logic [DATA_WIDTH-1:0] data;
   logic dv;
endinterface
`timescale 1ns / 1ps
module S_to_P_converter
# ( parameter SERIAL_LENGTH = 1,
    parameter PARALLEL_LENGTH = 32
)(
    input logic                                 clk     ,
    input logic                                 ien     ,
    input logic [0:SERIAL_LENGTH-1][31:0]       idata   ,
    input logic                                 fct     ,
    output logic                                oen     ,
    output logic [0:PARALLEL_LENGTH-1][31:0]    odata   ,
    output logic                                finished = 0
    );
    logic [15:0] cnt = 0;
    integer i;
    always_ff @(posedge clk)
    begin
        if (ien & !finished) begin
            for ( i = 0 ; i < SERIAL_LENGTH ; i++) begin
                odata[i+cnt] <= idata[i];                
            end 
            if (cnt + SERIAL_LENGTH == PARALLEL_LENGTH) begin
                cnt <= 0;
                if (!fct) begin
                    oen <= 1;
                end
                else begin
                    finished <= 1;
                end
            end
            else begin
                cnt <= cnt + SERIAL_LENGTH;
            end
        end
        else if (finished & !fct) begin
            oen <= 1;
            finished <= 0;
        end
        if (oen) begin
            oen <= 0;
        end
    end
endmodule
==> CHANGELOG.md <==
## Flow update

* Static leakage at roughly 21 nW
* WHS Endpoint: odata[767]
* Most numerous logic cell after layout: edfxtp_1
* Share of cells above drive strength 1 at a little over a quarter
* Critical path required time at between 80000 and 90000 ps
* TritonRoute pass-1 iters at 5
* Critical Path End Type: register
* Worst R2R Path Depth at 8
* Most frequent cells in the layout: edfxtp_1, clkdlybuf4s50_1, mux2_2
* All-layer global routing usage at about 12%
* RR Startpoint: finished
* H-tree Lvls at 3
* Hold Crit Start: odata[767]
* Gr ovfl total at 0
* Gate Count Post-Synth at ~2400
* PwrDens at ~19 nW/um^2
* Residual DRC at 0
* Critical path data arrival time at 21550 ps
* Final setup viols at 0
* Initial antenna violation count at 36
* Critical path startpoint category: input pin
* Post-layout minimum cycle time at between 20000 and 25000 ps
* Hold slack final at 562 ps
* Post-synth ARST share at 0%
* Final HPWL DP at 127000 um
* First-pass GRT wire length at approximately 240000 um
* IO Port Bufs at around 1100
* Yosys reg bits at roughly 1000
* Maxcap violations at 0
* Vias in the first global route at 27800
* Reg2Reg Capture Point: odata[967]
* Worst slew pin tran at about 870 ps
* Peak VDD IR at between 0.015 and 0.02 mV
* Post-cts gate resize count at 0
* Cell Type Count at roughly 44
* Max clock buf depth at 3
* Chip Height at approximately 540 um
* Clk slew on worst S/H paths at roughly 60 ps
* # rows at 189
* Final Hold Fails at 0
* Post-CTS Hold Fix Bufs at 0
* Status: completed
* Final cell count without fillers at about 7100
* Worst hold path type: register to register
* Drt initial violations at about 1600
* Prevailing post-synth register cell: edfxtp_1
* CP Max Fanout at 54
* Die area at 288000 um^2
* Part of the cycle the worst path needs at 26.1%
* Cells in synth_stat.txt at roughly 2400
* Synth Cell Area at 45200 um^2
* Die W at 537 um
* Seq share, synth at between 60 and 70%
* RSZ-0062 raised after global routing: false
* Post-Route WL at approximately 180000 um
* Post-route setup TNS at 0 ps
* Hold depth at 1
* Crit path kind: input pin to register
* CTS tree: yes
* GPL Wtd Cong at ~0.82
* Num CTS Buffers at approximately 120
* R2r setup slk at ~75000 ps
* Fp util at between 15 and 20%
* Worst Skew at 27.2 ps
* Max_slew headroom at around two fifths
* Met2 wire len at around 79000 um
* Yosys warns at 1
* Post-CTS Repair Setup Buffers at 0
* Number of enable flip-flop cells at 1041
* DR WL/cell at 25.0 um
* Fmax at between 40 and 50 MHz
* Placed insts at 6911
* Root Driver: clkbuf_16
* Via density at between 3 and 4
* DR WL met3 at ~28000 um
* Post-DRT Antenna Nets at 0
* Slew Viols, Final at 0
* Largest net degree at the start of global routing at approximately 120
* Area grow syn2layout at 40.4%
* Mean Syn Cell Area at ~19 um^2
* Chip Area, Yosys at around 45000 um^2
* Via count at roughly 27000
* Clk latency late pin at 760 ps
* Core Box Area at 266000 um^2
* CTS Sinks at 1042
* Tool warnings at 32
* Ports at 1061
* DRT met1 WL at between 60000 and 70000 um
* DR top layer: met4
worst max-delay path by stage:
| stage | endpoint | from | slack, ps | depth (start not counted) |
|---|---|---|---|---|
| final | odata[967] | ien | 59860 | 10 |
| after global routing | odata[752] | ien | 59600 | 10 |
| after CTS | odata[801] | ien | 59910 | 10 |
routing by layer:
metal	up-vias	global-route usage [%]
met5	-	0
met4	0	2.91
met3	228	7.72
met2	1521	18.3
met1	13700	14.7
li1	11700	-
through the flow:
stage	setup WS [ps]	power (mW)	cell area [um^2]	utilization [%]
3_3_place_gp	59050	0.709	59800	22.5
2_1_floorplan	13180	0.681	45200	-
3_5_place_dp	59020	0.710	59800	22.5
5_1_grt	59600	1.25	63300	23.9
4_1_cts	59910	1.22	63300	23.9
6_report	59860	1.20	63400	23.9
cell families after synthesis:
| logic type | synth area share, % |
|---|---|
| compound gates | 0.291 |
| xor+xnor | 0.388 |
| fa+ha+maj | 0.111 |
| buf+inv | 2.44 |
| flops | 69.3 |
| mux | 25.5 |
| simple gates | 1.98 |
power by group:
group	total [mW]	switching (mW)	internal [mW]	leakage, nW
logic	0.0761	0.0392	0.0369	9.21
clock network	0.505	0.226	0.279	1.74
registers	0.621	0.00920	0.612	9.81
total	1.20	0.275	0.927	20.8
state kept, by name, indices dropped and copies added, names as in the netlist:
signal,count
oen,1
cnt,16
finished,1
odata,1024
cell type report:
class | instances | area (um^2)
Antenna cell | 17 | 42.5
Clock buffer | 145 | 3030
Clock inverter | 67 | 557
Fill cell | 27200 | 202000
Inverter | 6 | 22.5
Multi-Input combinational cell | 1176 | 12900
Sequential cell | 1042 | 31300
Tap cell | 3533 | 4420
Timing Repair Buffer | 1154 | 11200
synth_stat cells, types with 2 or more instances:
cell type / instances / area, um^2
and3_1: 3 / 18.8
mux2_2: 619 / 6970
mux2_1: 405 / 4560
a31oi_1: 2 / 12.5
nor4_1: 4 / 25.0
nand4_1: 5 / 31.3
xor2_1: 6 / 52.6
o21ai_0: 5 / 25.0
xnor2_1: 14 / 123
clkbuf_1: 102 / 383
nor3_1: 8 / 40.0
a21oi_1: 2 / 10.0
a31o_2: 2 / 17.5
buf_4: 30 / 225
nand3_2: 12 / 120
nor2b_1: 5 / 31.3
nand3_1: 6 / 30.0
and2_1: 7 / 43.8
nor2_1: 15 / 56.3
nand2_1: 10 / 37.5
buf_2: 53 / 265
or3_1: 5 / 31.3
ha_1: 4 / 50.1
nand2b_1: 2 / 12.5
edfxtp_1: 1041 / 31300
nor4_2: 2 / 25.0
buf_6: 18 / 203
nand3_4: 18 / 315
or4_1: 3 / 22.5
inv_1: 6 / 22.5
critical path, stage by stage:
cell and delay [ps]:
clkdlybuf4s50_1 500, inv_1 140, nor2_4 140, buf_4 490, buf_4 640, buf_4 680
buf_4 680, buf_4 640, buf_4 590, buf_4 600
Power figures rest on the tool's default switching activity, not on a simulated workload.
